===== design/flow/config.mk =====
export PLATFORM = sky130hd
export DESIGN_NAME = Binary_to_BCD
export DESIGN_NICKNAME = Binary_to_BCD
export VERILOG_FILES = /design/flow/design.v
export SDC_FILE = /design/flow/constraint.sdc
export NUM_CORES = 4
export LEC_CHECK = 1
export CORE_AREA = 10 10 70 70
export DIE_AREA = 0 0 80 80

===== design/flow/constraint.sdc =====
current_design Binary_to_BCD

set clk_period 4.5
set clk_io_pct 0.2

create_clock -name clk0 -period $clk_period

set non_clock_inputs [all_inputs -no_clocks]
set_input_delay [expr $clk_period * $clk_io_pct] -clock clk0 $non_clock_inputs
set_output_delay [expr $clk_period * $clk_io_pct] -clock clk0 [all_outputs]

===== design/flow/design.v =====
module Binary_to_BCD
(
	input wire [15:0] binary,
	output wire [15:0] BCD_code
);
wire [3:0] a1,a2,a3,a4,a5,a6,a7;
wire [3:0] b1,b2,b3,b4,b5,b6,b7;
assign b1 = {1'b0,binary[7:5]};
assign b2 = {a1[2:0],binary[4]};
assign b3 = {a2[2:0],binary[3]};
assign b4 = {a3[2:0],binary[2]};
assign b5 = {a4[2:0],binary[1]};
assign b6 = {1'b0,a1[3],a2[3],a3[3]};
assign b7 = {a6[2:0],a4[3]};
assign a1 = b1 == 4'b0101 ? 4'b1000 : (b1 == 4'b0110 ? 4'b1001 : (b1 == 4'b0111 ? 4'b1010 : (b1 == 4'b1000 ? 4'b1011 : b1 == 4'b1001 ? 4'b1100 : b1)));
assign a2 = b2 == 4'b0101 ? 4'b1000 : (b2 == 4'b0110 ? 4'b1001 : (b2 == 4'b0111 ? 4'b1010 : (b2 == 4'b1000 ? 4'b1011 : b2 == 4'b1001 ? 4'b1100 : b2)));
assign a3 = b3 == 4'b0101 ? 4'b1000 : (b3 == 4'b0110 ? 4'b1001 : (b3 == 4'b0111 ? 4'b1010 : (b3 == 4'b1000 ? 4'b1011 : b3 == 4'b1001 ? 4'b1100 : b3)));
assign a4 = b4 == 4'b0101 ? 4'b1000 : (b4 == 4'b0110 ? 4'b1001 : (b4 == 4'b0111 ? 4'b1010 : (b4 == 4'b1000 ? 4'b1011 : b4 == 4'b1001 ? 4'b1100 : b4)));
assign a5 = b5 == 4'b0101 ? 4'b1000 : (b5 == 4'b0110 ? 4'b1001 : (b5 == 4'b0111 ? 4'b1010 : (b5 == 4'b1000 ? 4'b1011 : b5 == 4'b1001 ? 4'b1100 : b5)));
assign a6 = b6 == 4'b0101 ? 4'b1000 : (b6 == 4'b0110 ? 4'b1001 : (b6 == 4'b0111 ? 4'b1010 : (b6 == 4'b1000 ? 4'b1011 : b6 == 4'b1001 ? 4'b1100 : b6)));
assign a7 = b7 == 4'b0101 ? 4'b1000 : (b7 == 4'b0110 ? 4'b1001 : (b7 == 4'b0111 ? 4'b1010 : (b7 == 4'b1000 ? 4'b1011 : b7 == 4'b1001 ? 4'b1100 : b7)));
assign BCD_code = {2'd0,a6[3],a7[3],a7[2:0],a5[3],a5[2:0],binary[0],4'd0};
endmodule

===== design/flow/run.sh =====
#!/bin/bash
# OpenROAD 26Q1-2900-gdf79404cd8, Yosys 0.63+post, stock flow scripts
make -C /OpenROAD-flow-scripts/flow DESIGN_CONFIG=/design/flow/config.mk WORK_HOME=/design/flow/orfs finish

==> results.json <==
{
  "p_sw_uw": 41.04,
  "crit_fanout": 15,
  "antenna_found_initial": 0,
  "syn_area_sq_um": 719.4,
  "yosys_area_sq_um": 719.4,
  "max_stage_delay_ns": 0.80,
  "worstPathRequired_ns": 3.60,
  "cpMostUsedCell": "clkdlybuf4s50_1",
  "path_class": "in -> out",
  "finalHoldWorstSlack_ns": 1.800,
  "grt_pass1_wl_um": 3436,
  "io_buffers": 16,
  "area_growth_syn_to_layout_pct": 25.91,
  "ys_cells": 108,
  "drtIter0Drc": 31,
  "syn_area_per_cell_sq_um": 6.661,
  "hold_path_class": "in -> out",
  "drv_slew": 0,
  "seq_cell_count": 0,
  "post_cts_buffers": 0,
  "worstPathCellList": "clkdlybuf4s50_1 -> nor4bb_1 -> o21ai_0 -> nor4bb_2 -> or3_1 -> o211ai_1 -> clkdlybuf4s50_1",
  "die-area_sq_mm": 0.006400,
  "vias_per_cell": 4.940,
  "finalSetupViolations": 0,
  "die_h_um": 80,
  "regArea_sq_um": 0,
  "ys_warn_count": 0,
  "postSynthSeqShare": 0,
  "wire_per_inst_um": 11.30,
  "globalRouteTotalUtil": 0.06049,
  "drv_cap": 0,
  "ant_nets": 0,
  "drt_first_pass_iters": 4,
  "powerDensity_mw_per_mm2": 100.7,
  "cp_top_family": "buffers and inverters",
  "topCellsByArea": "buf_4, o21ai_0, xnor2_1",
  "most-common-layout-cells": "clkdlybuf4s50_1, buf_4, o21ai_0, conb_1",
  "fp.dieW_um": 80,
  "power_uw": 91.24,
  "p_int_uw": 50.19,
  "lay_top_count": "clkdlybuf4s50_1",
  "floorplan.core_util": 0.2106,
  "io_pins": 32,
  "hold_viol_final": 0,
  "power_frac_seq": 0,
  "max_freq_mhz": 235.6,
  "status": "complete, no violations",
  "leakage_nw": 0.3241,
  "critPathArrivalTime_ns": 3.34,
  "worst_pin_slew_ns": 0.5268,
  "gr-total-overflow": 0,
  "synth_cell_types": 45,
  "yosysTopAreaCellShare": 0.1148,
  "antenna_cells": 0,
  "grt_max_degree": 16,
  "fin_crit_sh": 0.9431,
  "gp_congestion": 0.8661,
  "drive_above_1_share": 0.1250,
  "place_area_sq_um": 899.6,
  "cp_slowest_cell": "clkdlybuf4s50_1",
  "yosysTopAreaCell": "buf_4",
  "finalSetupTns_ns": 0,
  "crit_buf_inv": 2,
  "grt_pass1_vias": 769,
  "core_sq_mm": 0.003416,
  "combPwrFrac": 1.000,
  "hpwl_um": 1545,
  "core.rowCount": 21,
  "tool_warnings": 40,
  "synthCells": 108,
  "clkPwrFrac": 0,
  "clkbuf_count": 0,
  "rsz0062_at_grt": "no",
  "slew_headroom": 0.6477,
  "final_area_sq_um": 905.9,
  "wl_um": 1875,
  "vdd_ir_drop_max_uv": 45.39,
  "route.detailed.drc": 0,
  "period_needed_ns": 4.244,
  "dr_total_vias": 820,
  "swShare": 0.4499,
  "crit_path_start_kind": "input pin",
  "endpoint_kind": "output pin"
}
[layout make-up]
type / count / area, sq um
inverters: 4 / 15.01
well taps: 46 / 57.56
fillers: 403 / 2510
multi-input cells: 90 / 598.1
repair buffers: 26 / 235.2
[worst paths after layout]
kind                 endpoint  cells past startpoint      start
setup / recovery  BCD_code[5]                      7  binary[3]
hold / removal    BCD_code[4]                      0  binary[0]
[cell families after synthesis]
kind of cell           share of synthesized area
AND-OR/OR-AND                             0.4313
AND/OR/NAND/NOR                           0.2974
buffers and inverters                     0.2035
XOR/XNOR                                 0.04869
multiplexers                             0.01391
other                                   0.005212
[metal layers]
layer  vias up  wire length [um]  part of all wire  global-route usage
li1        421                 -                 -                   -
met1       384               919              0.49             0.07976
met4         0                 0                 0            0.003521
met3         0                70             0.037            0.006818
met2        15               885              0.47              0.1067
met5         -                 0                 0                   0
[power groups by stage]
stage	logic, mW	clock network (mW)	registers, mW
6_report	0.0912	0	0
5_1_grt	0.103	0	0
4_1_cts	0.0920	0	0
[cells in the mapped netlist, types with 3 or more instances]
library cell / instances
a21boi_0: 3
a21oi_1: 4
a31oi_1: 3
buf_2: 3
buf_4: 11
clkbuf_1: 3
inv_1: 4
nand2_1: 5
nand2b_1: 3
nand3_1: 5
nor2_1: 3
nor2b_1: 4
o211ai_1: 4
o21ai_0: 7
xnor2_1: 4
[through the flow]
stage | worst slack [ns] | utilization | std cells
after floorplan | 1.577 | - | 113
after detailed placement | 0.2254 | 0.2634 | 166
after global routing | 0.0001492 | 0.2652 | 166
final | 0.2559 | 0.2652 | 166
after global placement | 0.2327 | 0.2634 | 166
after CTS | 0.2236 | 0.2634 | 166
[what timing repair did]
action | in CTS | in global routing
hold buffers | 0 | 0
resized | 0 | 1
endpoints found under the setup margin | 0 | 2
